### flow/constraint.sdc
current_design command_fsm

set clk_period 1.4
set clk_io_pct 0.2

create_clock -name clk0 -period $clk_period [get_ports {clk}]

set non_clock_inputs [all_inputs -no_clocks]
set_input_delay [expr $clk_period * $clk_io_pct] -clock clk0 $non_clock_inputs
set_output_delay [expr $clk_period * $clk_io_pct] -clock clk0 [all_outputs]
### flow/run.sh
#!/bin/bash
# OpenROAD 26Q1-2900-gdf79404cd8, Yosys 0.63+post, stock flow scripts
make -C /OpenROAD-flow-scripts/flow DESIGN_CONFIG=/design/flow/config.mk WORK_HOME=/design/flow/orfs finish
### flow/config.mk
export PLATFORM = sky130hd
export DESIGN_NAME = command_fsm
export DESIGN_NICKNAME = command_fsm
export VERILOG_FILES = /design/flow/design.v
export SDC_FILE = /design/flow/constraint.sdc
export NUM_CORES = 4
export LEC_CHECK = 1
export CORE_AREA = 10 10 70 70
export DIE_AREA = 0 0 80 80
### flow/design.v
module command_fsm(
    input wire clk,
    input wire reset,
    input wire init_done,
    input wire read_req,
    input wire write_req,
    input wire refresh_req,
    input wire [13:0] row_addr,
    input wire [9:0]  col_addr,
    input wire [2:0]  bank_addr,
    input wire tRCD_done,
    input wire tRP_done,
    input wire tRAS_done,
    input wire tRFC_done,
    input wire tWR_done,
    input wire tWTR_done,
    input wire tRTP_done,
    output reg activate_issued,
    output reg read_issued,
    output reg write_issued,
    output reg precharge_issued,
    output reg refresh_issued,
    output reg cas_n,
    output reg ras_n,
    output reg we_n,
    output reg cs_n,
    output reg [13:0] addr,
    output reg [2:0] ba,
    output reg cmd_valid
);
    parameter IDLE      = 3'b000;
    parameter ACTIVATE  = 3'b001;
    parameter READ      = 3'b010;
    parameter WRITE     = 3'b011;
    parameter PRECHARGE = 3'b100;
    parameter REFRESH   = 3'b101;
reg [2:0] state, next_state;
always @(posedge clk or posedge reset) begin
    if (reset) begin
        state <= IDLE;
    end else begin
        state <= next_state;
    end
end
assign bus_idle = (state == IDLE || state == PRECHARGE_DONE) &&
                  !tRCD_running &&
                  !tWR_running &&
                  !tRFC_running &&
                  !tRP_running &&
                  !read_pending &&
                  !write_pending;
always @(*) begin
    cas_n = 1'b1;
    ras_n = 1'b1;
    we_n = 1'b1;
    cs_n = 1'b1;
    addr = 14'b0;
    ba = 3'b0;
    cmd_valid = 1'b0;
    next_state = state;
    activate_issued = 1'b0;
    read_issued     = 1'b0;
    write_issued    = 1'b0;
    refresh_issued  = 1'b0;
    precharge_issued = 1'b0;
    case (state)
        IDLE: begin
            if (init_done) begin
                if (refresh_req) begin
                    next_state = REFRESH;
                end else if (read_req || write_req) begin
                    next_state = ACTIVATE;
                end
            end
        end
        ACTIVATE: begin
            activate_issued = 1'b1;
            cas_n = 1'b1; 
            ras_n = 1'b0;
            we_n = 1'b1;
            cs_n = 1'b0;
            addr = row_addr;
            ba = bank_addr;
            cmd_valid = 1'b1;
            if (tRCD_done) begin
                if (read_req) begin
                    next_state = READ;
                end
                else if (write_req) begin
                    next_state = WRITE;
                end
            end
        end
        READ: begin
            read_issued = 1'b1;
            cas_n = 1'b0;
            ras_n = 1'b1;
            we_n = 1'b1;
            cs_n = 1'b0;
            addr = {4'b0, col_addr};
            ba = bank_addr;
            cmd_valid = 1'b1;
            if(tRTP_done) begin 
            next_state = PRECHARGE;
            end
        end
        WRITE: begin
            write_issued = 1'b1;
            cas_n = 1'b0;
            ras_n = 1'b1;
            we_n = 1'b0;
            cs_n = 1'b0;
            addr = {4'b0, col_addr};
            ba = bank_addr;
            cmd_valid = 1'b1;
            if (tWR_done && tWTR_done) begin
                next_state = PRECHARGE;
            end
        end
        PRECHARGE: begin
            precharge_issued = 1'b1;
            cas_n = 1'b1;
            ras_n = 1'b0;
            we_n = 1'b0;
            cs_n = 1'b0;
            addr = 14'b0;  
            ba = 3'b0;
            cmd_valid = 1'b1;
            if (tRP_done) begin
                next_state = IDLE;
            end
        end
        REFRESH: begin
            refresh_issued = 1'b1;
            cas_n = 1'b0;
            ras_n = 1'b0;
            we_n = 1'b1;
            cs_n = 1'b0;
            addr = 14'b0;
            ba = 3'b0;
            cmd_valid = 1'b1;
            if (tRFC_done) begin
                next_state = IDLE;
            end
        end
        default: begin
            next_state = IDLE;
        end
    endcase
end
endmodule
==> impl_metrics.yaml <==
# generated from flow reports
clocking:
  clock_sinks: 6
  clkTransAtPathRegs_ns: 0.05
  cts_tree: "built"
  cts_made_buffers: 3
  root_buffer: "clkbuf_4"
  cts_hold_buf: 0
  insertion_delay_ns: 0.25
  cts_buffer_depth: 2
  cts_max_level: 1
outcome:
  violations: "setup timing"
  outcome: "finished, violations left"
logic_synthesis:
  synth.distinct_cells: 23
  synth_top_cell_by_area: "dfrtp_1"
  top_area_share_pct: 26.25
  synth_chip_area_um2: 476.7
  netlist_instances: 56
  yosys_warnings: 9
  ys_seq_share_pct: 31.76
  ys_cells: 56
  avgSynthCellArea_um2: 8.513
  numSynthFlops: 6
  area_leaders: "dfrtp_1, a22o_1, dfstp_2, and2_1, nor2b_1"
  synthesis.area_um2: 476.7
cells_and_area:
  reg_top3: "state: 6 flops"
  lay_top_cells: "clkdlybuf4s50_1, buf_2, buf_6, buf_4, a22o_1"
  final_util_pct: 41.25
  nFillCells: 327
  final_common_cell: "clkdlybuf4s50_1"
  largest_reg_flops: 6
  area_growth_pct: 195.5
  regMostFlops: "state"
  stdcell_area_mm2: 0.001409
  drive_above_1_share_pct: 44.81
  finalNonFillerCells: 200
floorplanning:
  fp_util_pct: 13.96
  num_rows: 21
  die_h_um: 80
  io_pins: 67
  die_width_um: 80
  dieArea_mm2: 0.006400
  core_mm2: 0.003416
power:
  max-vdd-ir-drop_mv: 0.3929
  p_leak_nw: 0.6889
  p_per_area_mw_per_mm2: 921.1
sta:
  report.final.slew_viol_count: 0
  fin_ws_ns: -0.2440
  min_period_ns: 1.644
  hold_viol: 0
  clock-skew-final_ns: 0.005737
  max_slew_margin_pct: 85.30
  tightest_slew_ns: 0.2202
  grt_setup_unrepaired: "true"
  hold_ws_ns: 0.2504
  finalClockPeriodUsage_pct: 117.4
  setup_violations: 18
  tns_ns: -3.296
  fmax_mhz: 608.3
detailed_routing:
  route.met3.wl_um: 294
  diodes: 0
  drtIter0Drc: 13
  vias: 806
  met2_length_mm: 1.393
  firstDrtPassIters: 4
  topRoutingLayerUsed: "met3"
  ant_nets: 0
  m1WireLength_mm: 1.165
  wl_per_cell_um: 14.27
  via_per_inst: 4.030
  routed_wl_mm: 2.853
  drc: 0
placed_design:
  dpl_cell_area_mm2: 0.001224
  hpwlAfterDp_mm: 2.138
  dp.cells: 172
  gp_congestion: 0.8031
  portBuffers: 65
grt:
  grt_usage_pct: 8.105
  grt_pass1_vias: 859
  antenna_found_initial: 0
  grt_pass1_wl_mm: 4.202
  grt_max_degree: 8
  grt_overflow: 0
worst_setup_path:
  cp.required_ns: 1.12
  critPathMaxStageDelay_ns: 0.41
  cp-end-kind: "output pin"
  slowest_stage: "dfrtp_1"
  cp_common_cell: "buf_6"
  cp_cell_sequence: "buf_6, buf_6, nor3_4, buf_4, nor2b_1, buf_2"
  criticalPathCategory: "flop to output pin"
  cp_top_family: "buffers and inverters"
  cp.buffers_inverters: 4
  crit_path_start_kind: "flop"
  critPathMaxFanout: 3
  r2r_slack_ns: 0.18
  cp_data_arrival_time_ns: 1.36
run:
  maxCapViolCount: 0
  warnings: 28
worst_hold_path:
  min_path_type: "input pin to async pin"
-- final cells by class --
type	count	area [µm²]	share of cell area, %
Inverter	3	11.26	0.7993
Sequential cell	6	152.6	10.83
Multi-Input combinational cell	45	341.6	24.25
Timing Repair Buffer	96	819.5	58.17
Tap cell	46	57.56	4.085
Clock buffer	4	26.28	1.865
-- timing repair --
action | in CTS | in global routing
setup endpoints to repair | 27 | 22
pin swaps | 11 | 9
gates cloned | 2 | 0
setup buffers | 20 | 4
gates resized | 88 | 16
-- cells in the mapped netlist --
cell type and instances:
a22o_1 10, a32o_1 1, and2_1 4, and2b_1 1
buf_2 2, buf_6 1, dfrtp_1 5, dfstp_2 1
inv_1 3, nand2_1 4, nand2b_1 2, nand3_1 4
nand3b_1 1, nand4_1 1, nor2_1 3, nor2b_1 4
nor3_1 1, nor3_2 1, o21ai_0 3, o2bb2ai_1 1
or2_4 1, or2b_1 1, or4b_1 1
-- metrics by stage --
stage	total power, mW	worst slack (ns)
after floorplan	0.4372	0.1919
after global placement	0.9726	-0.2196
after detailed placement	0.9760	-0.2223
after CTS	1.253	-0.2588
after global routing	1.409	-0.3058
final	1.298	-0.2440
-- where the power goes --
part	internal, mW	leakage, nW	switching, mW	total [mW]
logic	0.599	0.597	0.265	0.864
registers	0.216	0.0774	0.0376	0.254
clock network	0.109	0.0150	0.0711	0.180
total	0.924	0.689	0.373	1.30
-- cells by family after synthesis --
kind of cell	share of synthesized area, %
AOI/OAI and AO/OA	25.46
buffers and inverters	6.824
DFF	31.76
and+or+nand+nor	35.96
-- layer usage --
metal | up-vias | track usage [%]
li1 | 399 | -
met4 | 0 | 0
met3 | 0 | 3.636
met2 | 38 | 13.96
met5 | - | 0
met1 | 369 | 9.584
-- worst paths after layout --
kind                               startpoint                  to  depth (start not counted)
max in group asynchronous               reset  state[0]$_DFF_PP1_                          2
max                        state[5]$_DFF_PP0_               ba[2]                          6
min in group clk0          state[0]$_DFF_PP1_  state[3]$_DFF_PP0_                          2
min                                     reset  state[2]$_DFF_PP0_                          2
min reg2reg                state[0]$_DFF_PP1_  state[3]$_DFF_PP0_                          2
max reg2reg                state[5]$_DFF_PP0_  state[5]$_DFF_PP0_                          5
Power figures rest on the tool's default switching activity, not on a simulated workload.
